File: flow/config.mk
export PLATFORM = sky130hd
export DESIGN_NAME = Encoder_8_3
export DESIGN_NICKNAME = Encoder_8_3
export VERILOG_FILES = /design/flow/design.v
export SDC_FILE = /design/flow/constraint.sdc
export NUM_CORES = 4
export LEC_CHECK = 1
export CORE_AREA = 10 10 70 70
export DIE_AREA = 0 0 80 80
File: flow/constraint.sdc
current_design Encoder_8_3

set clk_period 1.4
set clk_io_pct 0.2

create_clock -name clk0 -period $clk_period

set non_clock_inputs [all_inputs -no_clocks]
set_input_delay [expr $clk_period * $clk_io_pct] -clock clk0 $non_clock_inputs
set_output_delay [expr $clk_period * $clk_io_pct] -clock clk0 [all_outputs]
File: flow/design.v
module Encoder_8_3(output reg [2:0] out, input [7:0] in);
    always @(in) begin
        case(in)
            1 : out = 0;
            2 : out = 1;
            4 : out = 2;
            8 : out = 3;
            16 : out = 4;
            32 : out = 5;
            64 : out = 6;
            128 : out = 7;
            default : out = 3'bx;
        endcase
    end
endmodule
module Encoder_8_3_tb;
    reg [7:0] in;
    wire [2:0] out;
    Encoder_8_3 test(out, in);
    initial begin
        #10 in = 1;
        #10 in = 2;
        #10 in = 3;
        #10 in = 4;
        #10 in = 5;
        #10 in = 6;
        #10 in = 7;
        #10 in = 8;
    end
endmodule
File: flow/run.sh
#!/bin/bash
# OpenROAD 26Q1-2900-gdf79404cd8, Yosys 0.63+post, stock flow scripts
make -C /OpenROAD-flow-scripts/flow DESIGN_CONFIG=/design/flow/config.mk WORK_HOME=/design/flow/orfs finish
==> results.txt <==
fresh numbers from the pnr run: outcome=complete, but fails checks, violated checks=setup timing, Die Y=80 µm, AND-OR/OR-AND Cells, Area Fraction=roughly 17%, Lkg Pwr=between 0.1 and 0.15 nW, vias per std cell=roughly 2.8, worst setup path class=in2out, main logic family after synthesis=simple AND/OR/NAND/NOR gates, first-pass GRT wire length=about 1200 µm, Final Worst Setup Slack=-0.0233 ns, Slew Limit Fails=0, # diodes=0, Crit path arrival time=~1.1 ns, final period utilization=102%, CLK BUF=0, fin cells=80, maximum VDD drop=approximately 94 µV, Syn. warnings=1, yosys stat chip area=about 140 µm², mux share=0%, yosys simple share=roughly 68%, Critical path origin=in[3], Post-Place Setup Slack=-0.850 ns, Peak Freq=about 0.70 GHz, Synth area leader=nor4b_1, Post-Route WL=about 800 µm, Cells after Synth=19, Port-buffer cells=11, largest net degree at the start of global routing=8, crit path DRT=1.12 ns, cells in synth_stat.txt=19, P per Cell Area=about 230 nW/µm², Synth Area per Inst=approximately 7.6 µm², sequential-to-total area share from yosys stat=0%, Slew headroom=~84%, drt drc=0, critical path endpoint=out[2], full die area=between 6000 and 7000 µm², Post-Synth XOR/XNOR Area=around an eighth, tool warnings=34, Detail Route Antenna Nets=0, vias=227, Synth cell types=11, IO Pins=11, Hold WS=about 0.9 ns, crit-path leading delay family=simple AND/OR/NAND/NOR gates, drt first pass iters=4, hpwl dp=between 500 and 600 µm, CP max stage cell=or4_4, GP Congestion=approximately 0.8, # hold bufs at CTS=0, Total GRT Usage=under 10%, FP Rows=21, Hold Violations, Final=0, Inst Count DP=approximately 80, FP Util=4.21%, Setup crit start kind=primary input, buffers plus inverters on the worst setup path=2, CP max stage delay=0.53 ns, Tightest Pin Transition=between 0.2 and 0.25 ns, Final Instance Area=460 µm², Stages on worst setup path=4, Area Overhead vs Synth=220%, final design utilization=a little over an eighth, Die W=about 80 µm, worst hold path class=in2out, max-capacitance violation count=0, vias in the first global route=roughly 240, drt wl/cell=approximately 10 µm, fraction of layout cells with a size suffix above 1=91.2%, initial antenna violation count=0, initial drt markers=3, Dominant cell area share=36.5%, RSZ-0062 raised after global routing=yes, core area=3420 µm², synth top area cells=nor4b_1 37%, a211oi_1 10%, nor4b_2 10%, nor2_1 7.8%, o31a_1 6.1%, GRT overflow=0, postcts setup bufs=0, Seq cells=0, most frequent cell after synthesis=nor4b_1, critical-path cell list=buf_6 -> or4_4 -> nor2_2 -> buf_2, Adder Share, Synth=0%, register area=0 µm², Tmin final=~1.4 ns, Setup crit end kind=output pin, Post-synth top cells=6 x nor4b_1, 3 x nor2_1, 2 x a211oi_1, dpl cell area=about 340 µm², critical path peak fanout=7, Final setup viols=2, Cell Area, Synth=144 µm²
-- layer usage --
metal | vias to the layer above | wire (µm) | GRT usage, %
li1 | 110 | - | -
met1 | 108 | 451 | 3.69
met2 | 9 | 275 | 2.89
met3 | 0 | 60 | 0.682
met4 | 0 | 0 | 0
met5 | - | 0 | 0
-- worst min-delay path by stage --
stage                 cells past startpoint  startpoint  slack (ns)  endpoint
final                                     4       in[2]        0.90    out[2]
after global routing                      4       in[2]        0.92    out[2]
after CTS                                 4       in[3]        0.93    out[2]
-- report_power, final --
group          internal, mW  switching [mW]
Combinational        0.0594          0.0472
Clock                     0               0
Sequential                0               0
Total                0.0594          0.0472
-- tightest hold or removal path, cell delays in order --
cell	delay, ns
buf_8	0.09
or4_4	0.12
nor2_2	0.03
buf_2	0.11
-- kinds of logic after synthesis --
group | count (synthesis)
xor gates and xnor gates | 2
and+or+nand+nor | 13
AOI/OAI and AO/OA | 3
buffers and inverters | 1
-- layout make-up --
| type | count | area [µm²] |
|---|---|---|
| Multi-Input combinational cell | 18 | 243 |
| Fill cell | 401 | 2960 |
| Tap cell | 46 | 57.6 |
| Timing Repair Buffer | 16 | 160 |
-- what timing repair did --
action                     4_1_cts  5_1_grt
gates resized                   57       15
pin swaps                        4        6
setup endpoints to repair        3        3
-- stage by stage --
stage          total power, mW  setup TNS, ns
2_1_floorplan           0.0221              0
4_1_cts                 0.0835        -0.0362
3_3_place_gp            0.0674          -2.43
6_report                 0.107        -0.0292
3_5_place_dp            0.0702          -2.48
5_1_grt                  0.114         -0.155
-- cells in the final DEF, fill, tap and decap left out --
| master | instances |
|---|---|
| nor4b_2 | 5 |
| buf_2 | 4 |
| clkdlybuf4s15_2 | 3 |
| buf_6 | 3 |
| buf_4 | 3 |
| a211oi_2 | 2 |
| nor2_2 | 2 |
| nor4b_4 | 2 |
| buf_8 | 2 |
| xor2_2 | 1 |
| nor2_1 | 1 |
| or4_4 | 1 |
| xnor2_2 | 1 |
| nor3_1 | 1 |
| nor4_4 | 1 |
| o31a_1 | 1 |
| buf_12 | 1 |
No activity file was given, so power comes from the tool's default toggle rates.
